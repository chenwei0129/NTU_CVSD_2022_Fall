File: design/flow/design.v
module ALU(
  input [31:0] i_src1,
  input [31:0] i_src2,
  input [2:0] i_ctrl_result,
  input [1:0] i_ctrl_overflow,
  output [31:0] o_answer,
  output reg o_overflow,
  output o_zero
);
  reg [32:0] answer_temp;
  assign o_answer = answer_temp[31:0];
  assign o_zero = (i_src1==i_src2);
  always@(*)begin
    case(i_ctrl_result)
      3'd0:answer_temp = $signed(i_src1) + $signed(i_src2);
      3'd1:answer_temp = $signed(i_src1) - $signed(i_src2);
      3'd2:answer_temp = i_src1 + i_src2;
      3'd3:answer_temp = $signed({1'b0, i_src1}) - $signed({1'b0, i_src2});
      3'd4:answer_temp = i_src1 & i_src2;
      3'd5:answer_temp = i_src1 | i_src2;
      3'd6:answer_temp = ~(i_src1 | i_src2);
      3'd7:answer_temp = ($signed(i_src1)<$signed(i_src2))?33'd1:33'd0;
      default:answer_temp = $signed(i_src1) + $signed(i_src2);
    endcase
  end
  always@(*)begin
    case(i_ctrl_overflow)
      2'd0:o_overflow = (answer_temp[32] ^ answer_temp[31])?1'b1:1'b0;
      2'd1:o_overflow = (answer_temp[32])?1'b1:1'b0;
      2'd2:o_overflow = (answer_temp>33'd255)?1'b1:1'b0;
      2'd3:o_overflow = 1'b0;
      default:o_overflow = 1'b0;
    endcase
  end
endmodule
`timescale 1ns/100ps
module MUX3_32(
  input [31:0] a,
  input [31:0] b,
  input [31:0] c,
  input [1:0]  s,
  output [31:0] o
);
  assign o = (s==2'd2)?b:
             (s==2'd1)?c:
             a;
endmodule
`timescale 1ns/100ps
module MUX_32(
  input [31:0] a,
  input [31:0] b,
  input s,
  output [31:0] o
);
  assign o = (s)?b:a;
endmodule
`timescale 1ns/100ps
module MUX_34(
  input [33:0] a,
  input [33:0] b,
  input s,
  output [33:0] o
);
  assign o = (s)?b:a;
endmodule
`timescale 1ns/100ps
module MUX_5(
  input [4:0] a,
  input [4:0] b,
  input s,
  output [4:0] o
);
  assign o = (s)?b:a;
endmodule
`timescale 1ns/100ps
module PC(
  input i_clk,
  input i_rst_n,
  input i_pc_update,
  input [31:0] i_pc,
  output reg [31:0] o_pc
);
  always@(posedge i_clk or negedge i_rst_n)begin
    if(~i_rst_n)begin
	    o_pc <= 32'b0;
    end else if(i_pc_update)begin
      o_pc <= i_pc;
    end
  end
endmodule
`timescale 1ns/100ps
module adder(
  input [33:0] i_src1,
  input [33:0] i_src2,
  output [33:0] o_result
);
  assign o_result = i_src1 + i_src2;
endmodule
`timescale 1ns/100ps
module control(
  input        i_clk,
  input [5:0]  i_opcode,
  input        i_rst_n,
  input        i_zero,
  input [33:0] i_new_pc,
  input        i_ALU_overflow,
  output           o_RegDst,
  output           o_Branch,
  output           o_MemWrite,
  output           o_MemtoReg,
  output     [1:0] o_ALUsrc,
  output           o_RegWrite,
  output reg [2:0] o_ALU_result_ctrl,
  output reg [1:0] o_ALU_overflow_ctrl,
  output           o_pc_update,
  output [1:0]     o_status,
  output           o_status_valid
);
  parameter  RST = 3'b000,
             IF  = 3'b001,
             ID  = 3'b010,
             EX  = 3'b011,
             MEM = 3'b100,
             WB  = 3'b101;
  reg [2:0] state;
  reg [2:0] n_state;
  wire overflow;
  wire overflow_2;
  assign overflow = (i_ALU_overflow || overflow_2) && (state==EX);             
  assign overflow_2 = (i_new_pc>34'd4095 && (i_opcode==6'd11&&i_zero || i_opcode==6'd12&&(~i_zero)))?1'b1:1'b0;                                         
  assign o_status = (overflow)?2'd2:
                    (i_opcode==6'd14)?2'd3:
                    (i_opcode==6'd5 || i_opcode==6'd6 || i_opcode==6'd7 || i_opcode==6'd11 || i_opcode==6'd12)?2'd1:
                    2'd0;
  assign o_status_valid = (state==EX);
  wire op_reg_write = (i_opcode!=6'd7 && i_opcode!=6'd11 && i_opcode!=6'd12 && i_opcode!=6'd14); 
  assign o_RegDst = (i_opcode==6'd5 || i_opcode==6'd6)?1'b1:1'b0;
  assign o_Branch = (i_opcode==6'd11 && i_zero || i_opcode==6'd12 && ~i_zero)?1'b1:1'b0;
  assign o_MemWrite = (i_opcode==6'd7 && state==EX && ~overflow)?1'b1:1'B0;
  assign o_MemtoReg = (i_opcode==6'd6)?1'b1:1'b0;
  assign o_ALUsrc = (i_opcode==6'd5)?                  2'd2:
                    (i_opcode==6'd6 || i_opcode==6'd7)?2'b1:
                    2'd0;
  assign o_RegWrite = (op_reg_write && state==WB)?1'b1:1'b0;
  assign o_pc_update = (state==MEM)?1'b1:1'b0;
  always@(posedge i_clk or negedge i_rst_n)begin
    if(~i_rst_n)begin
      state <= RST;
    end else begin
      state <= n_state;
    end
  end
  always@(*)begin
    case(state)
      RST:n_state = (~i_rst_n)?RST:IF;
      IF :n_state = ID;
      ID :n_state = EX;
      EX :n_state = MEM;
      MEM:n_state = WB;
      WB :n_state = IF;
      default:n_state = RST;
    endcase
  end
  always@(*)begin
    o_ALU_result_ctrl = (i_opcode==6'd1 || i_opcode==6'd5)?                  3'd0: 
                        (i_opcode==6'd2)?                                    3'd1: 
                        (i_opcode==6'd3 || i_opcode==6'd6 || i_opcode==6'd7)?3'd2: 
                        (i_opcode==6'd4)?                                    3'd3: 
                        (i_opcode==6'd8)?                                    3'd4: 
                        (i_opcode==6'd9)?                                    3'd5: 
                        (i_opcode==6'd10)?                                   3'd6: 
                        (i_opcode==6'd13)?                                   3'd7: 
                        3'd0;                                                      
    o_ALU_overflow_ctrl = (i_opcode==6'd1 || i_opcode==6'd2 || i_opcode==6'd5)                    ?2'd0: 
                          (i_opcode==6'd3 || i_opcode==6'd4)                                      ?2'd1: 
                          (i_opcode==6'd6 || i_opcode==6'd7)                                      ?2'd2: 
                          (i_opcode==6'd8 || i_opcode==6'd9 || i_opcode==6'd10 || i_opcode==6'd13)?2'd3: 
                          2'd0;                                                                          
  end
endmodule
module core #(                              
	parameter ADDR_W = 32,
	parameter INST_W = 32,
	parameter DATA_W = 32
)(
	input                   i_clk,
	input                   i_rst_n,
	output     [ ADDR_W-1 : 0 ] o_i_addr,
	input      [ INST_W-1 : 0 ] i_i_inst,
	output reg                  o_d_wen,
	output reg [ ADDR_W-1 : 0 ] o_d_addr,
	output reg [ DATA_W-1 : 0 ] o_d_wdata,
	input      [ DATA_W-1 : 0 ] i_d_rdata,
	output reg [        1 : 0 ] o_status,
	output reg                  o_status_valid
);
  wire [ ADDR_W-1 : 0 ] o_i_addr_reg;
  wire [ DATA_W-1 : 0 ] o_d_wdata_reg;
  wire [ ADDR_W-1 : 0 ] o_d_addr_reg;
  wire o_d_wen_reg;
  wire [        1 : 0 ] o_status_reg;
  wire o_status_valid_reg;
  always@(posedge i_clk or negedge i_rst_n)begin
    if(~i_rst_n)begin
      o_d_wdata <= 32'd0;
      o_d_addr = 32'd0;
      o_d_wen <= 1'd0;
      o_status <= 2'd0;
      o_status_valid <= 1'd0;
    end else begin
      o_d_wdata <= o_d_wdata_reg;
      o_d_addr = o_d_addr_reg;
      o_d_wen <= o_d_wen_reg;
      o_status <= o_status_reg;
      o_status_valid <= o_status_valid_reg;
    end
  end
  wire [33:0] new_pc;
  wire [4:0] write_reg_addr;
  wire [31:0] write_reg_data;
  wire [31:0] reg_data1;
  wire [31:0] source2;
  wire [33:0] pc_normal;
  wire [33:0] pc_branch;
  wire [2:0] ALU_result_ctrl;
  wire [1:0] ALU_overflow_ctrl;
  wire get_inst;
  wire [1:0] ALUsrc;
  reg [31:0] ins_reg ;
  always@(posedge i_clk)begin
    ins_reg <= i_i_inst;
  end
  PC PC(.i_clk      (i_clk),
        .i_rst_n    (i_rst_n),
        .i_pc_update(pc_update),
        .i_pc       (new_pc[31:0]),
        .o_pc       (o_i_addr));
  regfile regfile(.i_clk       (i_clk),
                  .i_rst_n     (i_rst_n),
                  .i_wen       (Reg_wen),
                  .i_read_addr1(ins_reg[25:21]),
                  .i_read_addr2(ins_reg[20:16]),
                  .i_w_addr    (write_reg_addr),
                  .i_w_data    (write_reg_data),
                  .o_data1     (reg_data1),
                  .o_data2     (o_d_wdata_reg));
  ALU ALU(.i_src1         (reg_data1),
          .i_src2         (source2),
		      .i_ctrl_result  (ALU_result_ctrl),
		      .i_ctrl_overflow(ALU_overflow_ctrl),
		      .o_zero         (zero),
		      .o_answer       (o_d_addr_reg),
          .o_overflow     (ALU_overflow));
  adder adder0(.i_src1  ({2'b0, o_i_addr}),
               .i_src2  (34'd4),
               .o_result(pc_normal));
  adder adder1(.i_src1  (pc_normal),
               .i_src2  ({18'b0, ins_reg[15:0]}),
               .o_result(pc_branch));
  MUX_5 MUX0(.a(ins_reg[15:11]),
             .b(ins_reg[20:16]),
		         .s(RegDst),
		         .o(write_reg_addr));
  MUX3_32 MUX1(.a(o_d_wdata_reg),
               .b({{16{ins_reg[15]}}, ins_reg[15:0]}),
               .c({16'b0, ins_reg[15:0]}),
		           .s(ALUsrc),
		           .o(source2));
  MUX_34 MUX2(.a(pc_normal),
              .b(pc_branch),
              .s(Branch),
              .o(new_pc));
  MUX_32 MUX3(.a(o_d_addr_reg),
              .b(i_d_rdata),
              .s(MemtoReg),
              .o(write_reg_data));
  control control(.i_clk              (i_clk),
                  .i_opcode           (ins_reg[31:26]),
                  .i_rst_n            (i_rst_n),
                  .i_zero             (zero),
                  .i_new_pc           (new_pc),
                  .i_ALU_overflow     (ALU_overflow),
                  .o_RegDst           (RegDst),
                  .o_Branch           (Branch),
                  .o_MemWrite         (o_d_wen_reg),
                  .o_MemtoReg         (MemtoReg),
                  .o_ALUsrc           (ALUsrc),
                  .o_RegWrite         (Reg_wen),
                  .o_ALU_result_ctrl  (ALU_result_ctrl),
                  .o_ALU_overflow_ctrl(ALU_overflow_ctrl),
                  .o_pc_update        (pc_update),
                  .o_status           (o_status_reg),
                  .o_status_valid     (o_status_valid_reg));
endmodule
`timescale 1ns/100ps
module regfile(
  input        i_clk,
  input        i_rst_n,
  input        i_wen,
  input [4:0]  i_read_addr1,
  input [4:0]  i_read_addr2,
  input [4:0]  i_w_addr,
  input [31:0] i_w_data,
  output reg [31:0] o_data1,
  output reg [31:0] o_data2
);
  reg [31:0] REGFILE [0:31];
  integer i;
  always@(posedge i_clk or negedge i_rst_n)begin
    if(~i_rst_n)begin
      for(i=0;i<32;i=i+1)begin
        REGFILE[i] <= 32'b0;
      end
    end else if(i_wen)begin
      REGFILE[i_w_addr] <= i_w_data;
    end
  end
  always@(posedge i_clk)begin
    o_data1 <= REGFILE[i_read_addr1];
    o_data2 <= REGFILE[i_read_addr2];
  end
endmodule
File: design/flow/run.sh
#!/bin/bash
# OpenROAD 26Q1-2900-gdf79404cd8, Yosys 0.63+post, stock flow scripts
make -C /OpenROAD-flow-scripts/flow DESIGN_CONFIG=/design/flow/config.mk WORK_HOME=/design/flow/orfs finish
File: design/flow/config.mk
export PLATFORM = sky130hd
export DESIGN_NAME = core
export DESIGN_NICKNAME = core
export VERILOG_FILES = /design/flow/design.v
export SDC_FILE = /design/flow/constraint.sdc
export NUM_CORES = 4
export LEC_CHECK = 1
export CORE_UTILIZATION = 50
export SYNTH_HDL_FRONTEND = slang
File: design/flow/constraint.sdc
current_design core

set clk_period 25.4
set clk_io_pct 0.2

create_clock -name clk0 -period $clk_period [get_ports {i_clk}]

set non_clock_inputs [all_inputs -no_clocks]
set_input_delay [expr $clk_period * $clk_io_pct] -clock clk0 $non_clock_inputs
set_output_delay [expr $clk_period * $clk_io_pct] -clock clk0 [all_outputs]
==> qor.csv <==
stage;metric;value;unit
outcome;status;complete, no violations;
routing;wire_per_inst;29.1;um
grt;grt_pass1_vias;53200;
synth;yosys_warnings;0;
final_timing;slew-limit-headroom;0.253;
floorplan;die_w;374;um
cts;clock_latency;0.81;ns
job;maxCapViolCount;0;
final_timing;fmax;108;MHz
cts;cts_tree;yes;
routing;antenna_left;0;
setup_path;cp-end-kind;flop;
final_timing;fin_tns_setup;0;ns
routing;wl;240;mm
synth;avgSynthCellArea;10.7;um2
grt;grt.total_usage;0.376;
grt;gr-total-overflow;0;
synth;numSynthFlops;1225;
power_and_ir_drop;p_total;4410;uW
final_timing;grt_setup_unrepaired;false;
final_layout;final_area;0.0773;mm2
cts;postCtsHoldBufs;0;
cts;cts.sinks;1225;
final_layout;syn_to_final_growth;11.9;%
routing;drtIter0Drc;3915;
final_timing;finClkSkew;0.0465;ns
floorplan;core;0.137;mm2
setup_path;path_buffers;4;
power_and_ir_drop;peakVddDrop;56.3;uV
synth;yosys-stat-cells;6441;
final_layout;drive_gt1_frac;0.196;
cts;cts_resized;0;
setup_path;path_delay_family;simple AND/OR/NAND/NOR gates;
synth;top_area_cell;dfrtp_1;
final_timing;hold_viol;0;
place;placedInstanceArea;0.0726;mm2
final_layout;largest_reg_flops;1024;
final_timing;fin_crit_sh;0.365;
setup_path;critPathLaunchType;flop;
synth;ys_async_sr_fraction;0.922;
synth;seq_area_frac_synth;0.437;
cts;cts_buffers;138;
synth;top_cells_by_count;1227 x nand2_1, 1128 x dfrtp_1, 1090 x o21ai_0;
setup_path;cp_data_arrival_time;9.94;ns
floorplan;initCoreUtil;0.503;
cts;clock-root-buffer;clkbuf_16;
final_layout;top_register;regfile.REGFILE;
synth;synth.most_common_cell;nand2_1;
cts;htreeDepth;4;
synth;enable_flop_cells;0;
synth;yosys_area;0.0691;mm2
setup_path;crit_required;26.08;ns
routing;dr.pass1.iters;5;
setup_path;cpMaxStageDelayCell;or4b_1;
grt;grt_pass1_wl;359;mm
cts;post_cts_buffers;0;
floorplan;rows;136;
setup_path;crit_type;reg2reg;
synth;top_cell_area_share;0.409;
final_timing;worstMarginPinSlew;1.11;ns
setup_path;path_max_fanout;24;
setup_path;crit_top_cell;nor2_1;
routing;viasPerCell;6.41;
synth;topCellsByArea;dfrtp_1 41%, mux4_2 21%, o21ai_0 7.9%;
synth;ff_type;dfrtp_1;
final_timing;drv_slew;0;
place;place_hpwl;154;mm
cts;clk_pin_slew;0.07;ns
synth;synthCells;6441;
setup_path;critPathMaxStageDelay;0.60;ns
job;warning_count;99;
routing;drc;0;
power_and_ir_drop;power_density;57.1;mW/mm2
final_timing;setup_viol;0;
floorplan;die_y;374;um
grt;grt_antenna_before_repair;8;
place;port_buffers;165;
floorplan;chip_area;0.140;mm2
grt;grt_max_degree;123;
routing;vias;52900;
cts;cts_buffer_depth;3;
place;gp_congestion;1.01;
final_timing;layout_min_cycle_time;9.26;ns
min_path;min_path_type;reg2reg;
power_and_ir_drop;p_leak;0.0318;uW
synth;netlist_area;0.0691;mm2
floorplan;pin_count;166;
synth;yosysUniqueCellTypes;115;
[cells by family (layout without fill, tap and decap cells)]
family	count (synthesis)	count (layout)	synth area share
multiplexers	780	780	0.231
XOR/XNOR	120	120	0.0152
buffers and inverters	689	713	0.0380
AND/OR/NAND/NOR	1825	1825	0.114
AND-OR/OR-AND	1646	1646	0.137
other	0	2	0
flip-flops	1225	1225	0.437
adder cells (fa/ha/maj)	156	156	0.0287
[worst register-to-register path: cells and delay by family (launching register included)]
family / cells / cell delay (ns)
simple gates: 14 / 3.43
compound gates: 10 / 2.43
fa+ha+maj: 3 / 1.06
buf+inv: 4 / 0.87
mux: 3 / 0.75
flops: 1 / 0.52
xor+xnor: 1 / 0.09
[report_power, final]
| group | switching [uW] | internal (uW) |
|---|---|---|
| Clock | 862 | 1190 |
| Sequential | 19.4 | 1960 |
| Combinational | 260 | 123 |
| Total | 1140 | 3270 |
[stage by stage]
| stage | cells | hold slack [ns] | setup slack (ns) | util |
|---|---|---|---|---|
| finish | 8261 | 0.347 | 16.14 | 0.563 |
| global route | 8260 | 0.361 | 15.48 | 0.563 |
| CTS | 8259 | 0.350 | 16.33 | 0.563 |
| detailed placement | 8006 | 0.341 | 16.36 | 0.529 |
| global placement | 8006 | 0.335 | 16.36 | 0.529 |
| floorplan | 6441 | 0.331 | 17.50 | - |
[placed cells by master, fill, tap and decap left out, types with 26 or more instances in the layout]
cell,n
nor3_1,69
nor2b_1,26
nand2_1,1194
ha_1,152
nand4_1,40
clkbuf_1,43
mux2_2,93
clkbuf_16,138
a31oi_1,35
o21ai_0,1086
xnor2_1,80
buf_4,168
xor2_1,40
clkdlybuf4s50_1,164
a21o_1,34
dfrtp_1,1128
a21oi_1,176
mux2i_1,26
nand2_4,32
dfxtp_1,86
nor4_1,34
clkbuf_8,27
nor2_1,188
o211ai_1,36
mux4_2,640
inv_1,124
nand3_1,60
[layer usage]
layer	global-route usage	up-vias	share of wire
li1	-	23500	-
met1	0.541	26300	0.38
met2	0.525	2666	0.44
met3	0.196	506	0.14
met4	0.110	12	0.039
met5	0.00961	-	0.00053
[final timing paths]
check                                                start                          endpoint  slack, ns  depth (start not counted)
worst max register to register         ins_reg[29]$_DFF_P_             o_status[1]$_DFF_PN0_      16.14                         35
min in group asynchronous                          i_rst_n  regfile.REGFILE[804]$_DFFE_PN0P_       4.27                          1
worst min-delay path            control.state[2]$_DFF_PN0_        control.state[5]$_DFF_PN0_       0.35                          0
max in group asynchronous                          i_rst_n  regfile.REGFILE[442]$_DFFE_PN0P_      17.92                          5
worst max-delay path                   ins_reg[29]$_DFF_P_             o_status[1]$_DFF_PN0_      16.14                         35
worst min register to register  control.state[2]$_DFF_PN0_        control.state[5]$_DFF_PN0_       0.35                          0
[final cells by class]
cell class | instances | area [um2]
inverters | 124 | 465
well taps | 1794 | 2240
flip-flops and latches | 1225 | 30200
fillers | 11400 | 60000
clock inverters | 45 | 678
repair buffers | 336 | 2980
multi-input cells | 4527 | 36700
clock buffers | 208 | 3990
diodes | 2 | 5.00
