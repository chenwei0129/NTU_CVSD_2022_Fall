<file path="flow/run.sh">
#!/bin/bash
# OpenROAD 26Q1-2900-gdf79404cd8, Yosys 0.63+post, stock flow scripts
make -C /OpenROAD-flow-scripts/flow DESIGN_CONFIG=/design/flow/config.mk WORK_HOME=/design/flow/orfs finish
</file>
<file path="flow/config.mk">
export PLATFORM = sky130hd
export DESIGN_NAME = alu
export DESIGN_NICKNAME = alu
export VERILOG_FILES = /design/flow/design.v
export SDC_FILE = /design/flow/constraint.sdc
export NUM_CORES = 4
export LEC_CHECK = 1
export CORE_UTILIZATION = 40
export SYNTH_HDL_FRONTEND = slang
</file>
<file path="flow/constraint.sdc">
current_design alu

set clk_period 1.0
set clk_io_pct 0.2

create_clock -name clk0 -period $clk_period [get_ports {i_clk}]

set non_clock_inputs [all_inputs -no_clocks]
set_input_delay [expr $clk_period * $clk_io_pct] -clock clk0 $non_clock_inputs
set_output_delay [expr $clk_period * $clk_io_pct] -clock clk0 [all_outputs]
</file>
<file path="flow/design.v">
module alu #(
    parameter INT_W  = 3,
    parameter FRAC_W = 5,
    parameter INST_W = 3,
    parameter DATA_W = INT_W + FRAC_W
)(
    input                     i_clk,
    input                     i_rst_n,
    input                     i_valid,
    input signed [DATA_W-1:0] i_data_a,
    input signed [DATA_W-1:0] i_data_b,
    input        [INST_W-1:0] i_inst,
    output                    o_valid,
    output       [DATA_W-1:0] o_data
);
  reg [DATA_W:0]     o_data_w, o_data_r;
  reg                o_valid_w, o_valid_r;
  assign o_valid = o_valid_r;
  assign o_data = o_data_r;
  wire signed [DATA_W:0] add_temp = i_data_a + i_data_b;
  wire signed [DATA_W:0] sub_temp = i_data_a - i_data_b;
  wire signed [2*DATA_W-1:0] multi_temp1 = i_data_a * i_data_b;
  wire signed [DATA_W:0] multi_temp2 = (multi_temp1[4])?{multi_temp1[15], multi_temp1[15], multi_temp1[11:5]} + $signed(9'd1):
                                                        {multi_temp1[15], multi_temp1[15], multi_temp1[11:5]};
  wire [2:0] shift_amount = i_data_b[2:0];
  always@(*) begin
    o_valid_w = (i_valid)?1'b1:1'b0;
    case(i_inst)
      3'b000:o_data_w = (add_temp>$signed(9'd127))?$signed(9'd127):
                        (add_temp<$signed(-9'd128))?$signed(-9'd128):
                        add_temp;
      3'b001:o_data_w = (sub_temp>$signed(9'd127))?$signed(9'd127):
                        (sub_temp<$signed(-9'd128))?$signed(-9'd128):
                        sub_temp;
      3'b010:o_data_w = (multi_temp1>$signed(16'd4095))?$signed(9'd127):
                        (multi_temp1<$signed(-16'd4096))?$signed(-9'd128):
                        multi_temp2;
      3'b011:o_data_w = ~(i_data_a & i_data_b);
      3'b100:o_data_w =  ~(i_data_a ^ i_data_b);
      3'b101:o_data_w = (i_data_a>=$signed(8'd64))?$signed(9'd32):
                        (i_data_a<=$signed(-8'd64))?$signed(9'd0):
                        {i_data_a[7], i_data_a>>>2} + $signed(9'd16);
      3'b110:o_data_w = (shift_amount==3'd0)?{i_data_a[7],                i_data_a[7:0]}:
                        (shift_amount==3'd1)?{i_data_a[0], i_data_a[0],   i_data_a[7:1]}:
                        (shift_amount==3'd2)?{i_data_a[1], i_data_a[1:0], i_data_a[7:2]}:
                        (shift_amount==3'd3)?{i_data_a[2], i_data_a[2:0], i_data_a[7:3]}:
                        (shift_amount==3'd4)?{i_data_a[3], i_data_a[3:0], i_data_a[7:4]}:
                        (shift_amount==3'd5)?{i_data_a[4], i_data_a[4:0], i_data_a[7:5]}:
                        (shift_amount==3'd6)?{i_data_a[5], i_data_a[5:0], i_data_a[7:6]}:
                        (shift_amount==3'd7)?{i_data_a[6], i_data_a[6:0], i_data_a[7]  }:
                        i_data_a;
      3'b111:o_data_w = (i_data_a<=i_data_b)?i_data_a:i_data_b;
      default:o_data_w = i_data_a;
    endcase
  end
  always@(posedge i_clk or negedge i_rst_n) begin
    if(!i_rst_n) begin
      o_data_r  <= 8'd0;
      o_valid_r <= 1'b0;
    end else begin
      o_data_r  <= {o_data_w[8], o_data_w[6:0]};
      o_valid_r <= o_valid_w;
    end
  end
endmodule
</file>
==> notes.md <==
Results of the full flow below.

Worst setup path:
- The worst setup path is launched from an input port.
- According to the timing report, the data required time at the worst endpoint equals roughly 1100 ps.
- The critical path in this run is classified as input port to flip-flop.
- The run gives the peak fanout along the critical path as 4.
- STA classifies the critical path endpoint as a flip-flop.
- The OpenROAD report gives the critical path a data arrival time of between 4000 and 5000 ps.

Timing:
- Setup repair after global routing could not meet its margin everywhere.
- The run puts the count of final max-slew check failures at 0.
- The run gives the final setup violation count as 8.
- The run puts the fmax at ~0.22 GHz.
- The run gives the remaining max-slew budget at the tightest pin as 0.6581.
- Looking at the max-slew report, the worst-margin pin has a slew of 508.5 ps.
- The run puts the time the final worst path needs with I/O delays and setup at roughly 4600 ps.
- The run puts the setup slack after layout at -3595 ps.
- The run gives the setup TNS as -28350 ps.
- The run gives the total count of hold-check failures in the final report as 0.
- The run puts the post-route clock period utilization at 4.595.

Yosys:
- The run gives the number of cells produced by synthesis as around 640.
- The run puts the post-synthesis mux area share at 0.03541.
- The run puts the number of cells in Yosys stat at between 600 and 700.
- The run puts the sequential element share of the synthesized area at 0.04552.
- The synthesis report gives the async set-or-reset register share as 1.000.
- The run puts the post-synthesis sequential element count at 9.
- The run gives the post-synthesis area per instance as approximately 7.7 um^2.
- The cell-mix breakdown from Yosys lists the simple-gate area share as 0.1856.
- The synthesis run identifies the leading combinational cell family as adder cells.
- The run puts the yosys synthesis chip area at 0.004947 mm^2.
- The run puts the warning count from the yosys run at 0.
- The run puts the adder and majority cell fraction of the synthesized area at 0.3546.
- The run gives the number of distinct library cell variants in the gate-level netlist after synthesis as 64.
- Yosys mapped a number of flops with a built-in enable equal to 0.
- The run gives the synthesized-area fraction occupied by ao, oa, aoi and oai cells as 0.2190.
- The run gives the xor and xnor area share after synthesis as 0.04957.
- Before any placement, the netlist area is recorded as slightly below 0.005 mm^2.
- The commonest register cell is dfrtp_1.

CTS:
- In this run the number of H-tree levels came out at 1.
- The run gives the number of hold-repair buffers added at the cts stage as 0.
- The run gives the number of clock sinks as 9.
- The run gives the CTS tree as done.
- The run gives the root buffer selected by CTS as clkbuf_16.
- The run puts the largest buffer count on any clock path at 2.
- CTS added clock buffers totalling 3.
- After clock tree synthesis, the clock-pin slew on the worst setup and hold paths is about 40 ps.

Pwr:
- The run gives the sum of internal, switching and leakage power as between 15 and 20 mW.
- The run gives the leakage component of the power as around 3.7 nW.
- The run gives the maximum vdd ir drop as 1420 uV.
- The run puts the power density over cell area at roughly 2400 mW/mm^2.

Floorplanning:
- The floorplan report gives the top-level pin count as 31.
- The run puts the floorplan row count at ~40.
- The run gives the floorplan utilization as 0.4119.
- The run puts the die extent in y at about 110 um.
- The run gives the die boundary width as ~110 um.
- The run puts the overall die area at roughly 0.013 mm^2.
- The run puts the core box area at approximately 0.012 mm^2.

Global routing:
- The run gives the maximum number of pins on one net before global-route repair as 30.
- The first global-routing pass estimated 27480 um of wire.
- The number of global-route vias before repair is between 5000 and 6000.
- The run gives the global-route total usage across every layer as 0.2850.
- The run gives the number of antenna violations at the first check in global routing as 0.
- Recorded from the global router log, the overflow total was 0.

Run status:
- The checks that failed: negative setup slack.
- The run finished, with violations left.

Job:
- The run gives the reported max-cap violation count as 0.
- The run gives the OpenROAD warning count as roughly 42.

Layout:
- Compared with the post-synthesis result, the final layout area differs by 53.03%.
- The run puts the area of all placed cells without fillers at about 0.0076 mm^2.
- The filler cells instantiated in the layout total 1018.
- Of the cells placed in the final design, the portion with a size suffix greater than 1 is 0.3931.
- The sequential cells in the finished layout cover a total of between 200 and 250 um^2.
- The run gives the area of combinational cells with multiple inputs as roughly 0.0046 mm^2.

Route:
- The run gives the total via count in the routed design as 5310.
- The run puts the detailed-router iteration count before antenna repair at 5.
- In this run the remaining antenna-violating nets after routing total 0.
- The run puts the total inserted antenna cells at 0.
- The run puts the DRC violation count after routing at 0.
- The run gives the average vias per placed instance as 5.221.
- The run puts the average detailed-routed wire length per instance at approximately 17 um.
- The run gives the overall routed net length as 16870 um.
- Once iteration 0 of detailed routing completed, the report listed 336 DRC markers.

Place:
- Input and output buffers added on the ports amount to 30.
- The run puts the placer's final routability congestion estimate at approximately 1.
- The placement stage leaves a total instance area of between 0.006 and 0.007 mm^2.
- The run puts the post-detailed-placement half-perimeter wirelength at roughly 14000 um.
- The run gives the minimum setup slack after placement as -4307 ps.

Worst hold path:
- The run gives the path category of the worst min-delay check as input port to async pin.
kinds of logic after synthesis:
logic type      Yosys count
simple gates            187
fa+ha+maj               106
flops                     9
buf+inv                 142
xor+xnor                 28
mux                      15
compound gates          153
critical path: stages:
cell           delay (ps)
dlygate4sd2_1         280
clkinv_2              110
nand2_1               110
fa_2                  430
fa_1                  480
inv_1                  50
fa_1                  490
inv_2                  40
fa_2                  560
inv_2                  40
ha_4                  230
o21a_1                180
o31a_1                120
buf_4                 150
o21a_1                200
o21a_1                220
nor4b_4               270
xnor2_1               170
nor3_1                 80
o31a_1                280
final cells by class:
type	count	share of cell area
well taps	147	0.02429
clock buffers	4	0.01041
repair buffers	256	0.2738
inverters	112	0.05883
multi-input cells	489	0.6029
flip-flops and latches	9	0.02975
cell usage after synthesis (13+ instances only):
| cell | n | area (um^2) |
|---|---|---|
| xnor2_1 | 21 | 183.9 |
| nor3_1 | 13 | 65.06 |
| and2_1 | 21 | 131.4 |
| clkbuf_1 | 23 | 86.33 |
| mux2i_1 | 13 | 130.1 |
| nor2_1 | 68 | 255.2 |
| o21ai_0 | 25 | 125.1 |
| a21oi_1 | 33 | 165.2 |
| fa_1 | 57 | 1141 |
| inv_1 | 110 | 412.9 |
| nand2_1 | 31 | 116.4 |
| ha_1 | 49 | 613.1 |
how the worst max path moves through the flow:
stage / to / cells past startpoint / slack (ps) / start
5_1_grt: o_data_r[3]$_DFF_PN0_ / 21 / -3750 / i_data_a[7]
6_report: o_data_r[6]$_DFF_PN0_ / 20 / -3600 / i_data_a[0]
4_1_cts: o_data_r[5]$_DFF_PN0_ / 20 / -3700 / i_data_b[1]
report_power, final:
group | leakage, nW | total (mW) | internal (mW) | switching (mW)
Clock | 0.0382 | 0.693 | 0.532 | 0.162
Sequential | 0.107 | 0.564 | 0.521 | 0.0423
Combinational | 3.55 | 16.7 | 8.76 | 7.95
Total | 3.70 | 18.0 | 9.81 | 8.15
state kept, by name, summed over array words and instances, names as in the netlist:
signal and count:
o_data_r 8, o_valid 1
timing repair:
| item | 4_1_cts | 5_1_grt |
|---|---|---|
| setup buffers | 30 | 5 |
| resized | 122 | 48 |
| pin swaps | 53 | 37 |
| hold endpoints to repair | 0 | 0 |
| setup endpoints to repair | 17 | 9 |
cell usage in the layout, fill, tap and decap left out, drive strengths merged, types with 11 or more instances in the layout:
cell / synthesis / layout
buf: 7 / 238
inv: 110 / 109
nor2: 68 / 68
fa: 57 / 57
ha: 49 / 49
a21oi: 34 / 34
nand2: 31 / 31
o21ai: 26 / 26
xnor2: 21 / 21
and2: 21 / 21
mux2i: 13 / 13
nor3: 13 / 13
nand3: 11 / 11
through the flow:
step / cells / utilization / hold slack [ps]
after floorplan: 640 / - / -95.59
after global placement: 981 / 0.5825 / 506.1
after detailed placement: 981 / 0.5825 / 502.3
after CTS: 1015 / 0.6250 / 258.4
after global routing: 1017 / 0.6303 / 279.0
final: 1017 / 0.6303 / 251.2
per-layer routing:
metal  wire length (um)  vias up  global-route usage
met5                  0        -                   0
met4                265        0             0.03596
met3                989       20             0.03603
met2               7368      160              0.4307
met1               8250     2512              0.4600
li1                   -     2618                   -
No activity file was given, so power comes from the tool's default toggle rates.
