==> flow/design.v <==
`timescale 1ns/10ps
module IOTDF( clk, rst, in_en, iot_in, fn_sel, busy, valid, iot_out);
  input          clk;
  input          rst;
  input          in_en;
  input  [7:0]   iot_in;
  input  [2:0]   fn_sel;
  output reg     busy;
  output reg     valid;
  output reg[127:0] iot_out;
  parameter RST     = 3'b000,
            GET     = 3'b001,
            MAX_MIN = 3'b010,
            WAIT    = 3'b011,
            COMP    = 3'b100,
            AVG     = 3'b101,
            EXTRACT = 3'b110,
            EXCLUDE = 3'b111;
  reg [2:0] state;
  reg [2:0] n_state;
  reg [3:0] counter;
  reg [7:0] REG0 [0:15];
  reg [7:0] REG1 [0:15];
  reg [2:0] CARRY;
  reg target;
  reg [3:0] index;
  reg [3:0] num_of_data;
  wire REG0_equal = REG0[index]==REG1[index];
  wire REG0_big = REG0[index] > REG1[index];
  wire REG0_sma = REG0[index] < REG1[index];
  wire max_op = (fn_sel==3'd1||fn_sel==3'd6);
  wire min_op = (fn_sel==3'd2||fn_sel==3'd7);
  wire max_min_op = max_op || min_op;
  always@(posedge clk)begin
    if((state==MAX_MIN) && &counter[3:1] || state==COMP && REG0_equal)begin
      busy <= 1'b1;
    end else begin
      busy <= 1'b0;
    end
  end
  always@(posedge clk or posedge rst)begin
    if(rst)begin
      state <= RST;
    end else begin
      state <= n_state;
    end
  end
  always@(posedge clk)begin
    if(state!=n_state)begin
      counter <= 4'd0;
    end else begin
      counter <= counter + 4'd1;
    end
  end
  always@(posedge clk)begin
    if(state!=COMP && n_state==COMP)begin
      index <= 4'd15;
    end else if(state==COMP)begin
      index <= index - 4'd1;
    end
  end
  reg have_find_peak;
  always@(posedge clk or posedge rst)begin
    if(rst)begin
      have_find_peak <= 1'b0;
    end else if(valid)begin
      have_find_peak <= 1'b1;
    end
  end
  always@(posedge clk)begin
    if(n_state==GET)begin
      target <= 1'b0;
    end else if(state==GET && (n_state==MAX_MIN   ))begin
      target <= 1'b1;
    end else if(state==COMP && n_state==WAIT && (max_min_op))begin
      if(max_op)target <= (REG0_big)?1'b1:1'b0;
      else if(min_op)target <= (REG0_sma)?1'b1:1'b0;
    end
  end
  integer i;
  reg carry;
  wire [10:0] add1 = (state==AVG && &counter)?{CARRY, REG0[15]}:
                     (state==AVG)?REG0[counter]:
                     11'd0;
  wire [7:0] add2 = (state==AVG)?iot_in:8'd0;
  wire add_carry = (~|counter || state!=AVG)?1'b0:carry;
  wire [10:0] ans = add1 + add2 + add_carry;
  always@(posedge clk)begin
    if(in_en)begin
      if(state==AVG&&counter==4'd0&&(num_of_data==4'd8||num_of_data==4'd0))begin
        REG0[0] <= iot_in;
        carry <= 1'b0;
        CARRY <= 3'd0;
        for(i=1;i<=15;i=i+1)begin
          REG0[i] <= 8'd0;
        end
      end else if(state==AVG)begin
        if     (~|counter) {carry, REG0[ 0]}      <= ans;
        else if(&counter){CARRY, REG0[15]}      <= ans;
        else                   {carry, REG0[counter]} <= ans;
      end else if(state==GET || state==EXTRACT || state==EXCLUDE)begin
        REG0[counter] <= iot_in;
      end else begin
        if(target==1'b0)begin
          REG0[counter] <= iot_in;
        end else begin
          REG1[counter] <= iot_in;
        end
      end
    end
  end
  always@(posedge clk)begin
    if(state==RST)begin
      num_of_data <= 4'd0;
    end else if(num_of_data==4'd8 && (fn_sel==3'd6||fn_sel==3'd7))begin
      num_of_data <= num_of_data;
    end else if(state==GET && (n_state==MAX_MIN) || (state==MAX_MIN) && n_state==COMP)begin
      num_of_data <= num_of_data + 4'd1;
    end else if((state==AVG||state==EXTRACT||state==EXCLUDE) && &counter)begin
      if(num_of_data==4'd8)begin
        num_of_data <= 4'd1;
      end else begin
        num_of_data <= num_of_data + 4'd1;
      end
    end
  end
  reg all_f;
  always@(posedge clk)begin
    if(in_en && (state==EXCLUDE||state==EXTRACT))begin
      if(~|counter)begin
        all_f <= 1'b1;
      end else if(~&iot_in)begin
        all_f <= 1'b0;
      end
    end
  end
  wire should_output = ((state==COMP && (~REG0_equal && (fn_sel!=3'd6&&fn_sel!=3'd7||(!have_find_peak&&(fn_sel==3'd6||fn_sel==3'd7))) || fn_sel==3'd6&&target==1'b1&&REG0_sma || fn_sel==3'd6&&target==1'b0&&REG0_big || fn_sel==3'd7&&target==1'b1&&REG0_big || fn_sel==3'd7&&target==1'b0&&REG0_sma) || state==AVG&&counter==5'd0) && num_of_data==4'd8 || (state==EXTRACT && REG0[15]>8'h6f && (REG0[15]<8'hAF||REG0[15]==8'hAF&&!all_f) || state==EXCLUDE && (REG0[15]<8'h7f || REG0[15]==8'h7f&&!all_f || REG0[15]>8'hBF)) && counter==5'd0 && num_of_data!=4'd0);
  wire [127:0] out_temp0 = {REG0[15], REG0[14], REG0[13], REG0[12], REG0[11], REG0[10], REG0[9], REG0[8], REG0[7], REG0[6], REG0[5], REG0[4], REG0[3], REG0[2], REG0[1], REG0[0]};
  wire [127:0] out_temp1 = {REG1[15], REG1[14], REG1[13], REG1[12], REG1[11], REG1[10], REG1[9], REG1[8], REG1[7], REG1[6], REG1[5], REG1[4], REG1[3], REG1[2], REG1[1], REG1[0]};
  always@(posedge clk or posedge rst)begin
    if(rst)begin
      iot_out <= 128'd0;
    end else if(should_output)begin
      if(state==COMP)begin
        if(REG0_big && max_op || REG0_sma && min_op)begin
          iot_out <= out_temp0;
        end else  begin
          iot_out <= out_temp1;
        end
      end else if(state==AVG && ~|counter && num_of_data==4'd8)begin
        iot_out <= {CARRY, out_temp0[127:3]};
      end else if(state==EXTRACT || state==EXCLUDE)begin
        iot_out <= out_temp0;
      end
    end
  end
  always@(posedge clk)begin
    if(should_output)begin
      valid <= 1'b1;
end else begin
      valid <= 1'b0;
    end
  end
  always@(*)begin
    case(state)
      RST:begin
        n_state = (!rst && fn_sel==3'd3)?AVG:
                  (!rst && fn_sel==3'd4)?EXTRACT:
                  (!rst && fn_sel==3'd5)?EXCLUDE:
                  (!rst)?GET:RST;
      end
      GET:begin
        n_state = (&counter && (max_min_op))?MAX_MIN:
                  GET;
      end
      MAX_MIN:begin
        n_state = (&counter)?COMP:MAX_MIN;
      end 
      AVG:begin
        n_state = AVG;
      end
      COMP:begin
        n_state = (~REG0_equal && num_of_data==4'd8 && (fn_sel==3'd6||fn_sel==3'd7))?WAIT:
                  (~REG0_equal && num_of_data==4'd8)?RST:
                  (~REG0_equal)?WAIT:COMP;
      end
      WAIT:begin
        n_state = (max_min_op)?MAX_MIN:RST;
      end
      EXTRACT:begin
        n_state = EXTRACT;
      end
      EXCLUDE:begin
        n_state = EXCLUDE;
      end
      default:begin
        n_state = RST;
      end
    endcase
  end
endmodule
==> flow/run.sh <==
#!/bin/bash
# OpenROAD 26Q1-2900-gdf79404cd8, Yosys 0.63+post, stock flow scripts
make -C /OpenROAD-flow-scripts/flow DESIGN_CONFIG=/design/flow/config.mk WORK_HOME=/design/flow/orfs finish
==> flow/config.mk <==
export PLATFORM = sky130hd
export DESIGN_NAME = IOTDF
export DESIGN_NICKNAME = IOTDF
export VERILOG_FILES = /design/flow/design.v
export SDC_FILE = /design/flow/constraint.sdc
export NUM_CORES = 4
export LEC_CHECK = 1
export CORE_UTILIZATION = 50
export SYNTH_HDL_FRONTEND = slang
==> flow/constraint.sdc <==
current_design IOTDF

set clk_period 40.9
set clk_io_pct 0.2

create_clock -name clk0 -period $clk_period [get_ports {clk}]

set non_clock_inputs [all_inputs -no_clocks]
set_input_delay [expr $clk_period * $clk_io_pct] -clock clk0 $non_clock_inputs
set_output_delay [expr $clk_period * $clk_io_pct] -clock clk0 [all_outputs]
==> changes_impl.md <==
### Implementation results

- Status: finished clean
- Vias in the first global route: 18536
- DRT iter0 DRCs: 1919
- FP Core Util: 51.12%
- Wire per inst: 29.43 um
- Place WS: 29.09 ns
- Setup-failing EPs final: 0
- Worst path depth: 10
- Worst setup margin: 29.51 ns
- Hold Path Class: register to register
- CP Buf/Inv Count: 3
- Vias per cell: between 6 and 7
- Crit path to: iot_out[48]
- DIE AREA: between 50000 and 60000 um^2
- Chip Area, Yosys: 24610 um^2
- Flip-flops with a built-in enable: approximately 260
- Worst reg-to-reg path cell count: 12
- Post-CTS setup repair buffer count: 0
- Remaining global-route overflow: 0
- Ys flop type: edfxtp_1
- Antenna viol nets, final: 0
- Root cell of the clock tree: clkbuf_16
- Seq share, synth: 46.81%
- Worst-margin pin slew: 0.9368 ns
- Area Overhead vs Synth: 12.79%
- Sw Ratio: approximately two fifths
- Hold-fix buffers, CTS: 0
- Clock skew: 0.02442 ns
- Log Warnings: 33
- Worst Setup End Kind: register
- TNS Setup: 0 ns
- Main area contributors: edfxtp_1, dfrtp_1, mux4_2
- CTS clk-pin slew, worst paths: 0.06 ns
- Port bufs: 143
- Sequential fraction of design power: 35.4%
- Slew Limit Fails: 0
- Mapped Area: about 25000 um^2
- Num CTS Buffers: 47
- Total power: 1876 uW
- Gr usage total: 37.09%
- Crit-path slowest cell: a21oi_4
- Tcrit/Tclk final: 27.86%
- CTS tree: yes
- DIE WIDTH: 223.9 um
- Flop-to-flop setup slack: 35.15 ns
- P_int: ~1100 uW
- Core Region: 48150 um^2
- Max-slew headroom: a little under two fifths
- Final Critical Period: 11.39 ns
- Max_cap viols: 0
- Cell Type Count: 58
- Asr flop ratio synth: about a third
- Reg2reg end: iot_out[48]
- DR DRC count: 0
- Post-CTS sizing: 0
- CP arrival: 11.92 ns
- # IOs: 144
- VDD IR-drop max: roughly 0.04 mV
- Crit-path max cell delay: 0.65 ns
- Switching pwr: ~780 uW
- GP Congestion: 1.023
- Clk Latency, worst-skew pair: 0.60 ns
- Final Hold Viols: 0
- Max-area cell share: between 30% and 40%
- First-pass GRT wire length: 125600 um
- # diodes: 0
- Row count: ~80
- PwrDens: 67.57 nW/um^2
- Via count: 19113
- Leakage: between 0.009 and 0.01 uW
- Top-count cell post-synth: edfxtp_1
- CP delay by family, top: buffers and inverters
- Synthesized registers: 412
- Critical path launch point type: primary input
- WHS: about 0.45 ns
- Ys cells: around 2200
- Share of cells above drive strength 1: 17.63%
- Yosys warns: 0
- RSZ-0062 raised after global routing: false
- Worst Path Max Fanout: 56
- Part of the power in the clock network: 21.8%
- Fmax: 87.76 MHz
- Antenna violations before repair: 10
- Post-DP HPWL: approximately 58000 um
- Req. time, crit path: between 40 and 50 ns
- Worst reg2reg path startpoint: index[0]
- Largest net degree at the start of global routing: roughly 180
- First drt pass iteration count: 5
- Synth Area per Inst: 11.33 um^2
- Worst path cell trace: clkdlybuf4s50_1 > nand2b_1 > o21ai_0 > nand2_1 > a21oi_4 > buf_4 > buf_4 > o21ai_0 > a31oi_1 > mux2_2
- Cell taking the most area after synthesis: edfxtp_1
- DIE HEIGHT: 223.9 um
- H-tree depth: 2
- Synth top cells by count: edfxtp_1, o21ai_0, a211oi_1
- Synth Instances: around 2200
- Detailed Route WL: 85090 um
- Worst Setup Path Type: primary input to register
- Combinational Power Share: 42.7%
- Clock sinks: 412
- Clock Path Buffers: 3
- Critical Path Start: fn_sel[0]
-- worst min path at each step --
stage	start	slack [ns]	cells past startpoint	end
after CTS	valid	0.45	1	have_find_peak
after global routing	valid	0.48	1	have_find_peak
final	valid	0.45	1	have_find_peak
-- logic make-up after synthesis --
kind of cell | share of synthesized area [%]
multiplexers | 18.82
buffers and inverters | 4.728
adder cells (fa/ha/maj) | 1.281
AND-OR/OR-AND | 15.39
AND/OR/NAND/NOR | 12.54
flip-flops | 46.81
XOR/XNOR | 0.4271
-- power by group through the flow --
stage / Clock, uW / Combinational, uW / Sequential (uW)
4_1_cts: 416 / 792 / 659
5_1_grt: 432 / 861 / 674
6_report: 409 / 802 / 665
-- cell usage in the layout, fill, tap and decap left out, types with 5 or more instances in the layout --
master | netlist | layout
a211oi_1 | 175 | 175
a21oi_1 | 88 | 87
a31oi_1 | 131 | 131
and2_1 | 14 | 14
and3_1 | 26 | 26
buf_4 | 23 | 53
clkbuf_1 | 138 | 18
clkbuf_16 | 0 | 49
clkdlybuf4s50_1 | 0 | 143
clkinv_2 | 0 | 7
clkinvlp_4 | 0 | 5
dfrtp_1 | 132 | 132
dfxtp_1 | 19 | 16
edfxtp_1 | 261 | 261
ha_1 | 22 | 22
inv_1 | 25 | 24
mux2_2 | 19 | 19
mux2_4 | 109 | 109
mux2i_1 | 8 | 8
mux4_2 | 120 | 120
nand2_1 | 117 | 117
nand2b_1 | 8 | 8
nand3_1 | 162 | 162
nand4_1 | 8 | 8
nor2_1 | 96 | 96
nor2b_1 | 138 | 137
nor3_1 | 10 | 9
nor3b_1 | 5 | 5
o21a_1 | 5 | 5
o21ai_0 | 184 | 184
o21ai_1 | 7 | 7
xnor2_1 | 9 | 9
-- stage by stage --
stage | area, um^2 | cells | util, %
2_1_floorplan | 24610 | 2172 | -
3_3_place_gp | 26290 | 2804 | 54.61
3_5_place_dp | 26290 | 2804 | 54.61
4_1_cts | 27760 | 2891 | 57.66
5_1_grt | 27760 | 2891 | 57.66
6_report | 27760 | 2891 | 57.66
-- flip-flops by register name (all words and copies together) (netlist names), 3 cells and up, named ones only --
name	cells
counter	4
REG1	128
index	4
state	3
REG0	128
CARRY	3
num_of_data	4
iot_out	128
-- area by class of cell --
| class | instances | area (um^2) |
|---|---|---|
| multi-input cells | 1513 | 11980 |
| inverters | 25 | 98.84 |
| clock inverters | 16 | 118.9 |
| clock buffers | 71 | 1349 |
| well taps | 656 | 820.8 |
| fillers | 3928 | 20390 |
| repair buffers | 198 | 1869 |
| flip-flops and latches | 412 | 11520 |
-- metal layers --
layer | part of all wire (%) | track usage [%] | up-vias
met2 | 43 | 50.20 | 1134
met1 | 39 | 54.66 | 9383
met5 | 0.12 | 0 | -
met4 | 4.3 | 12.09 | 18
met3 | 14 | 19.52 | 200
li1 | - | - | 8378
Power is estimated from default activity; no workload was simulated.
